--- run.sh ---
#!/bin/bash
# OpenROAD 26Q1-2900-gdf79404cd8, Yosys 0.63+post, stock flow scripts
make -C /OpenROAD-flow-scripts/flow DESIGN_CONFIG=/design/flow/config.mk WORK_HOME=/design/flow/orfs finish
--- config.mk ---
export PLATFORM = sky130hd
export DESIGN_NAME = div
export DESIGN_NICKNAME = div
export VERILOG_FILES = /design/flow/design.v
export SDC_FILE = /design/flow/constraint.sdc
export NUM_CORES = 4
export LEC_CHECK = 1
export CORE_AREA = 10 10 70 70
export DIE_AREA = 0 0 80 80
--- constraint.sdc ---
current_design div

set clk_period 1.6
set clk_io_pct 0.2

create_clock -name clk0 -period $clk_period [get_ports {clock}]

set non_clock_inputs [all_inputs -no_clocks]
set_input_delay [expr $clk_period * $clk_io_pct] -clock clk0 $non_clock_inputs
set_output_delay [expr $clk_period * $clk_io_pct] -clock clk0 [all_outputs]
--- design.v ---
module div (
    input wire clock,
    input wire reset,
    input wire start,
    input wire [31:0] A,
    input wire [31:0] B,
    output reg [31:0] HI,
    output reg [31:0] LO,
    output reg DivBy0,
    output reg finished
);
    reg [4:0] remainingCicles;
    reg [31:0] result; 
    reg [31:0] divideBy;
    reg [31:0] remainder;
    wire [32:0] sub = {remainder[30:0], result[31]} - divideBy; 
    assign DivBy0 = !B;
    assign LO = result; 
    assign HI = remainder;
    always @ (posedge clock) begin
        if(reset == 1'd1) begin 
            remainingCicles = 5'd31;  
            finished = 1'd1;
            result = 0;  
            divideBy = 0;  
            remainder = 0;
            HI[31:0] = 32'd0;
            LO[31:0] = 32'd0;
        end
        else begin
            if (start) begin
                remainingCicles = 5'd31; 
                divideBy = B;
                remainder = 32'd0; 
                result = A;
                finished = 1'b0; 
            end
            else if (finished == 1'b0) begin
                if (sub[32] == 0) begin   
                    remainder = sub[31:0];
                    result = {result[30:0], 1'b1};
                end 
                else begin
                    remainder = {remainder [30:0], result[31]};  
                    result = {result[30:0], 1'b0};
                end
                if (remainingCicles == 0) begin  
                    finished = 1;
                end 
                else begin
                    finished = 0;
                end
                remainingCicles = remainingCicles - 1; 
            end 
        end
    end
endmodule
==> impl_metrics.env <==
# physical design summary
export IMPL_status="complete, no violations"
export IMPL_cts_tree="built"
export IMPL_ys_types=17
export IMPL_syn_area_um2=828
export IMPL_path_max_fanout=1
export IMPL_whs_path_depth=2
export IMPL_crit_path_end_kind="output port"
export IMPL_ys_cells=103
export IMPL_grt_max_degree=8
export IMPL_ios=133
export IMPL_r2r_cells=5
export IMPL_worstSetupPathType="primary input to output port"
export IMPL_numSynthFlops=6
export IMPL_fill_cells=382
export IMPL_hold_violations=0
export IMPL_root_buffer="clkbuf_4"
export IMPL_hpwl_mm=2.03
export IMPL_ir_drop_v=0.000135
export IMPL_cp_required_ns=1.28
export IMPL_drv_cap=0
export IMPL_fp_dieH_um=80
export IMPL_leakagePower_nw=0.571
export IMPL_clock_sinks=6
export IMPL_maxSlewViolCount=0
export IMPL_drt_iter0_drc=12
export IMPL_place_port_buffers=36
export IMPL_chipArea_um2=6400
export IMPL_yosysSeqAreaShare_pct=14.5
export IMPL_setup_tns_ns=0
export IMPL_diodes=0
export IMPL_gp_congestion=0.813
export IMPL_drc=0
export IMPL_syn_area_per_cell_um2=8.04
export IMPL_grt_overflow=0
export IMPL_viasPerCell=3.12
export IMPL_power_density_nw_per_um2=373
export IMPL_fmax_mhz=661
export IMPL_design_core_area_um2=3420
export IMPL_routed_wl_mm=2.24
export IMPL_grt_use_total_pct=5.89
export IMPL_openroad_warnings=58
export IMPL_ant_nets=0
export IMPL_wl_per_cell_um=12.0
export IMPL_cts_buffers=3
export IMPL_num_vias=583
export IMPL_num_rows=21
export IMPL_yosys_warnings=132
export IMPL_antenna_found_initial=0
export IMPL_hp_class="flop to flop"
export IMPL_cts_buffer_depth=2
export IMPL_fin_ws_ns=0.0869
export IMPL_initCoreUtil_pct=24.2
export IMPL_min_period_ns=1.51
export IMPL_grt_pass1_vias=662
export IMPL_rsz0062_at_grt="no"
export IMPL_startpoint_type="primary input"
export IMPL_ctsHtreeMaxLevel=1
export IMPL_finalSetupViolations=0
export IMPL_die_width_um=80
export IMPL_arrival_ns=1.19
export IMPL_area_delta_synth_final_pct=25.7
export IMPL_syn_inst=103
export IMPL_first_pass_iters=2
export IMPL_clock_latency_ns=0.24
export IMPL_pre_cts_ws_ns=-0.576
export IMPL_yosys_area_um2=828
export IMPL_fin_skew_ns=0.00256
export IMPL_path_clk_slew_ns=0.04
export IMPL_grt_pass1_wl_mm=3.13
export IMPL_fin_crit_sh_pct=94.6
export IMPL_drive_gt1_share_pct=10.6
[cell families after synthesis]
group,Yosys count,share of synthesized area (%)
buffers and inverters,66,58.9
and+or+nand+nor,22,16.6
DFF,6,14.5
xor gates and xnor gates,4,4.23
adders and majority gates,2,3.02
other,1,0.453
AOI/OAI and AO/OA,1,0.907
muxes,1,1.36
[sequential cells by signal, summed over array words and instances, names as in the netlist]
| signal | count |
|---|---|
| remainingCicles | 5 |
| finished | 1 |
[power breakdown]
group / total (mW) / switching, mW / internal, mW
Sequential: 0.159 / 0.00536 / 0.154
Clock: 0.132 / 0.0477 / 0.0844
Combinational: 0.0966 / 0.0358 / 0.0608
[path summary, 6_finish.rpt]
path / startpoint / end / slack (ns)
worst max-delay path: B[22] / DivBy0 / 0.09
worst min-delay path: remainingCicles[4] / remainingCicles[4] / 0.50
worst max register to register: remainingCicles[0] / remainingCicles[2] / 0.45
worst min register to register: remainingCicles[4] / remainingCicles[4] / 0.50
[routing by layer]
| metal | part of all wire (%) | GRT usage [%] | wire length [um] | up-vias |
|---|---|---|---|---|
| li1 | - | - | - | 284 |
| met5 | 0 | 0 | 0 | - |
| met2 | 50 | 10.5 | 1110 | 53 |
| met3 | 9.9 | 1.93 | 222 | 2 |
| met1 | 39 | 6.75 | 879 | 244 |
| met4 | 0.85 | 0.880 | 19 | 0 |
[stage by stage]
step           utilization [%]  total power [mW]  instance area (um^2)  hold WS, ns  std cells
6_report                  30.5             0.388                  1040        0.505        187
5_1_grt                   30.5             0.423                  1040        0.546        187
4_1_cts                   29.9             0.403                  1020        0.509        187
3_5_place_dp              29.3             0.277                  1000        0.499        184
3_3_place_gp              29.3             0.278                  1000        0.487        184
2_1_floorplan                -             0.284                  1060        0.422        166
[cell usage after synthesis]
cell type  instances  share of area, %
nor2_1             3               1.4
xor2_1             1               1.1
nand2_1            5               2.3
nor4_1             8               6.0
nor4b_1            1               1.1
nor4_2             1               1.5
ha_1               2               3.0
buf_4             64                58
conb_1             1              0.45
and2b_2            1               1.1
o21bai_1           1              0.91
nor4b_2            1               1.8
dfxtp_1            6                15
xnor2_1            3               3.2
nand4_1            2               1.5
mux2_2             1               1.4
inv_1              2              0.91
[cell usage in the layout, fill, tap and decap left out, drive strengths merged]
cell type and instances:
conb 64, dlygate4sd2 24, nor4 9, clkdlybuf4s50 6, dfxtp 6, nand2 5, dlymetal6s2s 5, nor2 3
xnor2 3, clkbuf 3, inv 2, nand4 2, ha 2, nor4b 2, mux2 1, xor2 1
and2b 1, o21bai 1, buf 1
[worst max-delay path: stages]
cell	delay [ns]
dlygate4sd2_1	0.24
nor4_2	0.29
nand4_1	0.14
nor2_1	0.11
buf_2	0.10
[area by class of cell]
type | count | area [um^2] | area share (%)
Clock buffer | 3 | 22.5 | 2.16
Inverter | 2 | 7.51 | 0.721
Multi-Input combinational cell | 94 | 494 | 47.5
Sequential cell | 6 | 121 | 11.7
Tap cell | 46 | 57.6 | 5.53
Timing Repair Buffer | 36 | 338 | 32.5
[timing repair]
action                                 in CTS  in global routing
pin swaps                                  11                  8
setup endpoints to repair                   1                  2
buffers inserted                            0                  0
hold buffers                                0                  0
resized                                    32                  7
endpoints found under the hold margin       0                  0
No activity file was given, so power comes from the tool's default toggle rates.
