<file path="run.sh">
#!/bin/bash
# OpenROAD 26Q1-2900-gdf79404cd8, Yosys 0.63+post, stock flow scripts
make -C /OpenROAD-flow-scripts/flow DESIGN_CONFIG=/design/flow/config.mk WORK_HOME=/design/flow/orfs finish
</file>
<file path="config.mk">
export PLATFORM = sky130hd
export DESIGN_NAME = multiplier
export DESIGN_NICKNAME = multiplier
export VERILOG_FILES = /design/flow/design.v
export SDC_FILE = /design/flow/constraint.sdc
export NUM_CORES = 4
export LEC_CHECK = 1
export CORE_UTILIZATION = 40
</file>
<file path="constraint.sdc">
current_design multiplier

set clk_period 12.5
set clk_io_pct 0.2

create_clock -name clk0 -period $clk_period [get_ports {clk}]

set non_clock_inputs [all_inputs -no_clocks]
set_input_delay [expr $clk_period * $clk_io_pct] -clock clk0 $non_clock_inputs
set_output_delay [expr $clk_period * $clk_io_pct] -clock clk0 [all_outputs]
</file>
<file path="design.v">
module multiplier(output wire [31:0] msb_prod, lsb_prod, 
output wire calculando, 
input wire [31:0] fator_1, fator_2, 
input wire clk, start);
reg [31:0] A, Q, M;
reg Q_1;
reg [5:0] count;
wire [31:0] soma, diferenca;
always @(posedge clk)
begin
    if (start) begin
        A <= 32'b0;
        M <= fator_1;
        Q <= fator_2;
        Q_1 <= 1'b0;
        count <= 6'b0;
    end
    else begin
        case ({Q[0], Q_1})
            2'b01 : {A, Q, Q_1} <= {soma[31], soma, Q};
            2'b10 : {A, Q, Q_1} <= {diferenca[31], diferenca, Q};
            default: {A, Q, Q_1} <= {A[31], A, Q};
        endcase
        count <= count + 1'b1;
    end
end
assign soma = A + M + 1'b0;
assign diferenca = A + ~M + 1'b1; 
assign msb_prod = A;
assign lsb_prod = Q;
assign calculando = (count < 32);
endmodule
</file>
==> flow_summary.toml <==
# synthesis and place-and-route metrics
[run_status]
status = "finished clean"

[global_routing]
antenna_found_initial = 0
grt_pass1_vias = 6158
grt_max_degree = 56
grt_overflow = 0
grt_pass1_wl_um = 31900
grt_usage = 0.228

[power_and_ir_drop]
p_per_area_nw_per_um2 = 138
power.switching_uw = 466
sw_frac_of_total = 0.377
p_leak_nw = 3.63
combPwrFrac = 0.431
seq_power_share = 0.338
p_int_uw = 770
clkPwrFrac = 0.231
vdd_ir_drop_max_uv = 77.2

[synthesis]
ff_type = "dfxtp_1"
synth_seq_share = 0.331
synthMuxAreaShare = 0.0544
ys_area_sq_um = 7200
synth_area_sq_um = 7200
simple_gate_area_frac = 0.140
synth_flops = 103
synth-edff-count = 32
logic_family = "AND-OR/OR-AND gates"
synth.distinct_cells = 73
synthArstFlopShare = 0
yosysCellCount = 835
avgSynthCellArea_sq_um = 8.62
xor_share = 0.0499
synthAdderAreaFrac = 0.120
synth_cells = 835
synth.yosys.warnings = 1
aoi_share = 0.240

[floorplan]
io_pins = 131
chipArea_sq_um = 18500
fp_util = 0.413
core_sq_um = 17400
row_count = 48
die_x_um = 136
die_h_um = 136

[placement]
place_area_sq_um = 8640
io_buffers = 130
dp_hpwl_um = 14200
place_congestion = 0.960

[hold_path]
hold_depth = 1
worstHoldPathType = "flop to flop"
whs_endpoint = "count[0]"
hold_start = "count[0]"

[worst_setup_path]
path_common_cell = "buf_4"
reg2regPathDepth = 12
worstPathArrival_ns = 4.18
crit_required_ns = 12.74
r2r-end = "A[25]"
endpoint_kind = "flop"
rrSetupSlack_ns = 8.88
cp_max_fo = 55
start_kind = "input port"
critPathSlowestCell = "buf_4"
cp_slowest_stage_delay_ns = 0.65
r2r-start = "A[0]"
path_class = "input port to flop"
worstPathCellList = "buf_4, buf_4, a21oi_1, nand2_1, a2bb2oi_1, o21ai_0"

[final_layout]
final_cell_mix = "129 x clkdlybuf4s50_1, 81 x a21oi_1, 75 x inv_1, 72 x nor2_1, 71 x dfxtp_1"
fin_area_sq_um = 8930
lay_top_count = "clkdlybuf4s50_1"
post-route-util = 0.513
final.fill_count = 1647
layout-drive-gt1-share = 0.0766
area_delta_synth_final_pct = 24.0

[final_timing]
hold_viol_final = 0
worst_pin_slew_ns = 0.783
final_period_minus_worst_setup_slack_ns = 3.94
finalClockSkew_ns = 0.00935
setup_viol = 0
max_freq_ghz = 0.254
drv_slew = 0
timing.slew.headroom = 0.477
finalCritPeriodShare = 0.315
rsz0062_at_grt = "no"
setup_total_negative_slack_ns = 0

[clocking]
cts_sinks = 103
tritoncts = "done"
htree_levels = 3
holdBufCountCts = 0
cts-buffers-inserted = 9
postCtsSetupBuffers = 0
cts_resized = 0
clockRootBuffer = "clkbuf_16"
clkSlewWorstSetupHoldPaths_ns = 0.08
clk_latency_ns = 0.36
cts_buffer_depth = 2

[drt]
drt-pass1-iter-count = 5
antenna_left = 0
vias = 6374
via_per_inst = 5.47
diodes = 0
drc = 0
wl_per_cell_um = 16.9
routed_wl_um = 19600
drt_iter0_markers = 546

[run]
drv_cap = 0
tool_warnings = 58
==> layer usage <==
layer | vias to the layer above | global-route usage | wire, um
met5 | - | 0 | 0
met4 | 0 | 0.0296 | 294
met3 | 15 | 0.0627 | 1670
met2 | 214 | 0.335 | 8350
met1 | 2964 | 0.349 | 9330
li1 | 3181 | - | -
==> through the flow <==
step                cells  hold WS, ns  setup slack (ns)  total power, mW
floorplan             835        0.413              8.89            0.773
global placement     1149        0.427              8.17            0.956
detailed placement   1149        0.434              8.14            0.950
CTS                  1165        0.445              8.53             1.25
global route         1165        0.477              8.37             1.32
finish               1165        0.443              8.56             1.24
==> worst max-delay path: cells and delay by family <==
kind,cells,cell delay [ns]
buffers and inverters,2,1.11
AOI/OAI and AO/OA,3,0.42
and+or+nand+nor,1,0.11
==> registers in the layout (all words and copies together), names as in the netlist <==
register  flops
Q_1           1
count         6
M            32
Q            32
A            32
==> logic make-up (layout without fill, tap and decap cells) <==
| logic type | Yosys count | in the layout |
|---|---|---|
| AND/OR/NAND/NOR | 214 | 214 |
| XOR/XNOR | 41 | 41 |
| buffers and inverters | 122 | 227 |
| flip-flops | 103 | 103 |
| AND-OR/OR-AND | 252 | 252 |
| multiplexers | 35 | 35 |
| adder cells (fa/ha/maj) | 68 | 68 |
==> how the worst max path moves through the flow <==
| stage | end | from | slack (ns) | depth (start not counted) |
|---|---|---|---|---|
| 4_1_cts | A[31] | start | 8.53 | 6 |
| 6_report | A[31] | start | 8.56 | 6 |
| 5_1_grt | A[31] | start | 8.37 | 6 |
==> synthesized netlist by cell type (9+ instances only) <==
cell type  count  area (sq um)
a21oi_1       81           405
inv_1         75           282
nor2_1        72           270
dfxtp_1       71          1420
ha_1          66           826
nand2_1       44           165
o21ai_0       38           190
xnor2_1       37           324
clkbuf_1      36           135
mux2_2        33           372
edfxtp_1      32           961
nor3_1        28           140
a221oi_1      16           140
nand3_1       16          80.1
a21o_1        15           113
o21bai_1      15           113
nand2b_1      12          75.1
nor2b_1       12          75.1
a211oi_1      11          82.6
o211ai_1       9          67.6
==> power groups by stage <==
stage | clock, mW | combinational, mW | sequential, mW
6_report | 0.285 | 0.533 | 0.418
4_1_cts | 0.296 | 0.530 | 0.419
5_1_grt | 0.310 | 0.590 | 0.424
==> area by class of cell <==
class	instances	area, sq um	share of cell area
Tap cell	225	282	0.0315
Timing Repair Buffer	135	1340	0.150
Sequential cell	103	2380	0.267
Multi-Input combinational cell	610	4350	0.487
Inverter	76	285	0.0320
Clock inverter	6	62.6	0.00701
Clock buffer	10	229	0.0256
Power is estimated from default activity; no workload was simulated.
